`./design.v`:
```
module part2(
    input logic Clock,
    input logic Reset,
    input logic Go,
    input logic [7:0] DataIn,
    output logic [7:0] DataResult,
    output logic ResultValid
);
    logic ld_a, ld_b, ld_r;
    logic ld_alu_out;
    logic alu_select_a, alu_select_b;
    logic alu_op;
    control C0(
        .clk(Clock),
        .reset(Reset),
        .go(Go),
        .ld_alu_out(ld_alu_out),
        .ld_a(ld_a),
        .ld_b(ld_b),
        .ld_r(ld_r),
        .alu_select_a(alu_select_a),
        .alu_select_b(alu_select_b),
        .alu_op(alu_op),
        .result_valid(ResultValid)
    );
    datapath D0(
        .clk(Clock),
        .reset(Reset),
        .ld_alu_out(ld_alu_out),
        .ld_a(ld_a),
        .ld_b(ld_b),
        .ld_r(ld_r),
        .alu_select_a(alu_select_a),
        .alu_select_b(alu_select_b),
        .alu_op(alu_op),
        .data_in(DataIn),
        .data_result(DataResult)
    );
 endmodule
module control(
    input logic clk,
    input logic reset,
    input logic go,
    output logic ld_a, ld_b, ld_r,
    output logic ld_alu_out,
    output logic alu_select_a, alu_select_b,
    output logic alu_op,
    output logic result_valid
    );
    typedef enum logic [2:0]  { S_LOAD_A_RST    = 'd0,
                                S_LOAD_A        = 'd1,
                                S_LOAD_A_WAIT   = 'd2,
                                S_LOAD_B        = 'd3,
                                S_LOAD_B_WAIT   = 'd4,
                                S_CYCLE_0       = 'd5,
                                S_CYCLE_1       = 'd6} statetype;
    statetype current_state, next_state;                            
    always_comb begin
        case (current_state)
            S_LOAD_A_RST: next_state = go ? S_LOAD_A_WAIT : S_LOAD_A_RST;  
            S_LOAD_A: next_state = go ? S_LOAD_A_WAIT : S_LOAD_A;  
            S_LOAD_A_WAIT: next_state = go ? S_LOAD_A_WAIT : S_LOAD_B; 
            S_LOAD_B: next_state = go ? S_LOAD_B_WAIT : S_LOAD_B; 
            S_LOAD_B_WAIT: next_state = go ? S_LOAD_B_WAIT : S_CYCLE_0; 
            S_CYCLE_0: next_state = S_CYCLE_1;
            S_CYCLE_1: next_state = S_LOAD_A;  
            default:   next_state = S_LOAD_A_RST;
        endcase
    end  
    always_comb begin
        ld_alu_out = 1'b0;
        ld_a = 1'b0;
        ld_b = 1'b0;
        ld_r = 1'b0;
        alu_select_a = 1'b0;
        alu_select_b = 1'b0;
        alu_op       = 1'b0;
        result_valid = 1'b0;
        case (current_state)
            S_LOAD_A_RST: begin
                ld_a = 1'b1;
                end
            S_LOAD_A: begin
                ld_a = 1'b1;
                result_valid = 1'b1;
                end
            S_LOAD_B: begin
                ld_b = 1'b1;
                end
            S_CYCLE_0: begin  
                ld_alu_out = 1'b1; 
                ld_a = 1'b1;  
                alu_select_a = 1'b0;  
                alu_select_b = 1'b0;  
                alu_op = 1'b1;  
            end
            S_CYCLE_1: begin
                ld_r = 1'b1;  
                alu_select_a = 1'b0;  
                alu_select_b = 1'b1;  
                alu_op = 1'b0;  
            end
        endcase
    end  
    always_ff@(posedge clk) begin
        if(reset)
            current_state <= S_LOAD_A_RST;
        else
            current_state <= next_state;
    end  
endmodule
module datapath(
    input logic clk,
    input logic reset,
    input logic [7:0] data_in,
    input logic ld_alu_out,
    input logic ld_a, ld_b,
    input logic ld_r,
    input logic alu_op,
    input logic alu_select_a, alu_select_b,
    output logic [7:0] data_result
    );
    logic [7:0] a, b;
    logic [7:0] alu_out;
    logic [7:0] alu_a, alu_b;
    always_ff @(posedge clk) begin
        if(reset) begin
            a <= 8'b0;
            b <= 8'b0;
        end
        else begin
            if(ld_a) a <= ld_alu_out ? alu_out : data_in;  
            if(ld_b) b <= ld_alu_out ? alu_out : data_in; 
        end
    end
    always@(posedge clk) begin
        if(reset) begin
            data_result <= 8'b0;
        end
        else
            if(ld_r)
                data_result <= alu_out;
    end
    always_comb begin
        case (alu_select_a)
            1'd0: alu_a = a;
            1'd1: alu_a = b;
            default: alu_a = 8'b0;
        endcase
        case (alu_select_b)
            1'd0: alu_b = a;
            1'd1: alu_b = b;
            default: alu_b = 8'b0;
        endcase
    end
    always_comb begin : ALU
        case (alu_op)
            0: alu_out = alu_a + alu_b;  
            1: alu_out = alu_a * alu_b;  
            default: alu_out = 8'b0;
        endcase
    end
endmodule
```
`./run.sh`:
```
#!/bin/bash
# OpenROAD 26Q1-2900-gdf79404cd8, Yosys 0.63+post, stock flow scripts
make -C /OpenROAD-flow-scripts/flow DESIGN_CONFIG=/design/flow/config.mk WORK_HOME=/design/flow/orfs finish
```
`./config.mk`:
```
export PLATFORM = sky130hd
export DESIGN_NAME = part2
export DESIGN_NICKNAME = part2
export VERILOG_FILES = /design/flow/design.v
export SDC_FILE = /design/flow/constraint.sdc
export NUM_CORES = 4
export LEC_CHECK = 1
export CORE_UTILIZATION = 40
```
`./constraint.sdc`:
```
current_design part2

set clk_period 5.9
set clk_io_pct 0.2

create_clock -name clk0 -period $clk_period [get_ports {Clock}]

set non_clock_inputs [all_inputs -no_clocks]
set_input_delay [expr $clk_period * $clk_io_pct] -clock clk0 $non_clock_inputs
set_output_delay [expr $clk_period * $clk_io_pct] -clock clk0 [all_outputs]
```
==> Implementation_results.wiki <==
== Flow metrics ==
{| class="wikitable"
! Metric !! Value
|-
| Final Instance Count excl. Fillers || 385
|-
| CORE AREA || 5960 µm²
|-
| Depth of the worst register-to-register path || 16
|-
| # IOs || 20
|-
| Portion of the post-synthesis area used by sequential elements || 25.0%
|-
| Setup crit start kind || flip-flop
|-
| Count of buffers inserted at the top-level ports || 19
|-
| Setup TNS || 0 ns
|-
| Capturing element type of the critical path || flip-flop
|-
| Fp util || 41.7%
|-
| Antenna Cells || 0
|-
| Leakage power figure || 1.23 nW
|-
| Number of instances in the synthesized netlist || 290
|-
| Post-placement cell count || 377
|-
| Global routing usage on met1 || 31.3%
|-
| Combinational share of power || 18.7%
|-
| Final-report setup violation count || 0
|-
| Cell area after synthesis || 2480 µm²
|-
| Total track usage || 19.7%
|-
| Transition time of the tightest slew-check pin || 0.745 ns
|-
| Number of antenna violations at the first check in global routing || 0
|-
| Cell types occupying the most area after synthesis || dfxtp_1 25%, ha_1 12%, fa_1 10%, nand2_1 5.6%, inv_1 5.3%
|-
| Number of DRC markers after the initial detailed-route iteration || 74
|-
| Leading area contributor after synthesis || dfxtp_1
|-
| Biggest cell delay along the critical path || 0.53 ns
|-
| Dominant register cell || dfxtp_1
|-
| Sequential cell fraction of total power || 41.6%
|-
| Log Warnings || 25
|-
| Maximum capacitance violations || 0
|-
| Clock Tree Root || clkbuf_8
|-
| Routed vias || 1948
|-
| Number of cells upsized or downsized after cts || 0
|-
| Outcome || finished, final reports clean
|-
| Global-route congestion overflow total || 0
|-
| Setup repair after global routing missed its margin || false
|-
| Power density of the placed cells || 192 nW/µm²
|-
| Wire length of the first global-routing pass || 9.53 mm
|-
| HPWL after DPL || 4.12 mm
|-
| Die Footprint || 6520 µm²
|-
| Skew final || 0.00757 ns
|-
| Total Wirelength || 5.51 mm
|-
| Post-Syn Area per Cell || 8.56 µm²
|-
| Clock Power Share || 39.7%
|-
| Number of distinct library cells after synthesis || 43
|-
| Number of buffers created by CTS || 5
|-
| Psw || 0.000148 W
|-
| Height of the die || 80.8 µm
|-
| Final tally of hold violations || 0
|-
| Most Frequent Cell on Critical Path || inv_1
|-
| Synthesized registers || 31
|-
| Crit-path max FO || 28
|-
| First-pass DRT Iterations || 4
|-
| Tot Pwr || 0.000550 W
|-
| M3 GR Usage || 2.96%
|-
| Post-DR wirelength/cell || 14.3 µm
|-
| Final weighted congestion in routability-driven placement || 0.867
|-
| Clock-pin slew reported for the worst setup and hold paths after clock tree synthesis || 0.07 ns
|-
| Rows || 28
|-
| Worst hold path class || flip-flop to flip-flop
|-
| Via density per instance || 5.06
|-
| Critical path type || flip-flop to flip-flop
|-
| Beginning of the worst register-to-register path || C0.current_state[3]$_DFF_P_
|-
| Worst r2r dst || D0.b[7]$_SDFFE_PP0P_
|-
| Horizontal die dimension || 80.8 µm
|-
| Top achievable clock speed || 224 MHz
|-
| Minimum clock period after layout || 4.46 ns
|-
| Switching Share || 26.9%
|-
| Worst slew slack as a fraction of its limit || 48.9%
|-
| Internal power contribution || 0.000403 W
|-
| Area of the synthesized netlist per yosys stat || 2480 µm²
|-
| Portion of synthesized cell area occupied by the leading cell type || 25.0%
|-
| Share of flip-flops with an asynchronous set or reset || 0%
|-
| Antenna-violating nets left || 0
|-
| End of the worst hold path || C0.current_state[1]$_DFF_P_
|-
| Yosys warning count || 2
|-
| Pin count of the biggest net entering global routing || 31
|-
| Slowest cell on the critical path || fa_1
|-
| Insertion delay to the later sink of the worst-skew pair || 0.28 ns
|-
| Worst Hold Depth || 2
|-
| Global routing's busiest layer || met1
|-
| Synthesis-to-layout area growth || 15.4%
|-
| EDFF count, synth || 0
|-
| Remaining design rule violation count || 0
|-
| IR drop worst, VDD || 0.182 mV
|-
| Data required time of the worst path || 6.10 ns
|-
| # Cells Yosys || 290
|-
| Internal reg-to-reg setup slack || 1.44 ns
|-
| Number of clock sinks seen by CTS || 31
|-
| Clock tree from TritonCTS || built
|-
| Data arrival time at the worst-slack endpoint || 4.66 ns
|-
| Number of levels the H-tree was split into || 2
|-
| Proportion of layout cells with a drive suffix above 1 || 7.74%
|-
| Final clock period utilization by the worst path || 75.5%
|-
| Source of the worst hold timing path || C0.current_state[1]$_DFF_P_
|-
| Slew Limit Fails || 0
|-
| Post-CTS Repair Setup Buffers || 0
|-
| GR Layer Usage met2 || 30.3%
|-
| Number of buffers inserted by hold repair at cts || 0
|-
| Clk buf depth || 2
|-
| CP Cell Sequence || buf_4 -> mux2_2 -> ha_1 -> inv_1 -> fa_1 -> inv_1 -> ha_1 -> fa_1 -> inv_1 -> fa_1 -> inv_1 -> ha_1 -> a21oi_1 -> xor2_1 -> xnor3_1 -> o31ai_2
|-
| Number of global-route vias before repair || 1909
|}
-- worst max path at each step --
stage                     endpoint  cells after the start                         from  slack [ns]
global route  D0.a[7]$_SDFFE_PP0P_                     16  C0.current_state[3]$_DFF_P_        1.07
finish        D0.b[7]$_SDFFE_PP0P_                     16  C0.current_state[3]$_DFF_P_        1.44
CTS           D0.a[7]$_SDFFE_PP0P_                     16  C0.current_state[3]$_DFF_P_        1.42
-- metal layers --
| layer | wire length, µm | vias up | share of wire, % |
|---|---|---|---|
| li1 | - | 1016 | - |
| met1 | 2810 | 891 | 51 |
| met2 | 2410 | 35 | 44 |
| met3 | 247 | 6 | 4.5 |
| met4 | 46 | 0 | 0.83 |
| met5 | 0 | - | 0 |
-- sequential cells by signal (all words and copies together), names as in the netlist --
| signal | count |
|---|---|
| D0.a | 8 |
| D0.b | 8 |
| D0.data_result | 8 |
| C0.current_state | 7 |
-- layout by cell type (no fill, tap or decap), drive strengths merged, types with 2 or more instances in the layout --
cell / n
nand2: 38
inv: 36
dfxtp: 31
nor2: 23
ha: 23
clkdlybuf4s50: 19
fa: 13
nor2b: 10
a311oi: 10
and2: 8
a21oi: 8
o21ai: 8
xnor2: 8
mux2i: 7
xor2: 7
nor3: 6
clkbuf: 6
mux2: 6
a211oi: 6
o21a: 4
buf: 4
a21o: 3
o211ai: 3
and3: 2
nand2b: 2
xnor3: 2
nor3b: 2
a41oi: 2
-- Yosys cell counts, types with 2 or more instances --
library cell	count
mux2i_1	7
a21oi_1	8
nand2_1	37
buf_1	5
a311oi_1	10
a41oi_1	2
xor2_1	7
a211oi_1	5
a21o_1	3
xnor2_1	8
fa_1	13
ha_1	23
nor3b_1	2
dfxtp_1	31
and2_1	8
and3_1	2
o21ai_0	8
nand2b_1	2
nor2_1	23
o21a_1	4
xnor3_1	2
nor3_1	6
nor2b_1	10
clkbuf_1	5
mux2_2	5
inv_1	35
o211ai_1	3
-- stage by stage --
stage / worst slack (ns) / cell area, µm² / util [%] / hold WS (ns)
3_3_place_gp: 1.50 / 2750 / 46.1 / 0.462
2_1_floorplan: 1.62 / 2480 / - / 0.439
6_report: 1.44 / 2860 / 48.1 / 0.484
3_5_place_dp: 1.43 / 2750 / 46.1 / 0.473
5_1_grt: 1.07 / 2860 / 48.1 / 0.504
4_1_cts: 1.42 / 2860 / 48.1 / 0.484
-- critical path: cells and delay by family, from the launching register on --
family	cells	cell delay [ns]
flops	1	0.31
buf+inv	5	0.55
xor+xnor	2	0.46
mux	1	0.41
compound gates	2	0.41
fa+ha+maj	6	2.23
-- power groups by stage --
stage	logic (W)	clock network [W]	registers, W
CTS	0.000104	0.000223	0.000229
global route	0.000119	0.000231	0.000230
finish	0.000103	0.000218	0.000229
-- final cells by class --
class	instances	area [µm²]
Fill cell	585	3090
Multi-Input combinational cell	212	1680
Sequential cell	31	621
Timing Repair Buffer	23	220
Inverter	36	135
Tap cell	75	93.8
Clock buffer	6	82.6
Clock inverter	2	35.0
-- kinds of logic after synthesis --
group / count (synthesis) / synth area share [%]
AOI/OAI and AO/OA: 50 / 14.6
buffers and inverters: 47 / 7.41
xor gates and xnor gates: 17 / 7.11
adders and majority gates: 36 / 22.1
and+or+nand+nor: 96 / 18.1
muxes: 13 / 5.70
DFF: 31 / 25.0
Power is estimated from default activity; no workload was simulated.
