[flow/config.mk]
export PLATFORM = sky130hd
export DESIGN_NAME = counter
export DESIGN_NICKNAME = counter
export VERILOG_FILES = /design/flow/design.v
export SDC_FILE = /design/flow/constraint.sdc
export NUM_CORES = 4
export LEC_CHECK = 1
export CORE_AREA = 10 10 70 70
export DIE_AREA = 0 0 80 80
[flow/constraint.sdc]
current_design counter

set clk_period 1.5
set clk_io_pct 0.2

create_clock -name clk0 -period $clk_period [get_ports {Clock}]

set non_clock_inputs [all_inputs -no_clocks]
set_input_delay [expr $clk_period * $clk_io_pct] -clock clk0 $non_clock_inputs
set_output_delay [expr $clk_period * $clk_io_pct] -clock clk0 [all_outputs]
[flow/design.v]
module counter(input logic Clock, Enable, Reset, output logic [7:0] CounterValue);
	logic [7:1] S;
	assign S[1] = Enable & CounterValue[0];
	assign S[2] = S[1] & CounterValue[1];
	assign S[3] = S[2] & CounterValue[2];
	assign S[4] = S[3] & CounterValue[3];
	assign S[5] = S[4] & CounterValue[4];
	assign S[6] = S[5] & CounterValue[5];
	assign S[7] = S[6] & CounterValue[6];
	tog_ff t0(Clock, Enable, Reset, CounterValue[0]);
	tog_ff t1(Clock, S[1], Reset, CounterValue[1]);
	tog_ff t2(Clock, S[2], Reset, CounterValue[2]);
	tog_ff t3(Clock, S[3], Reset, CounterValue[3]);
	tog_ff t4(Clock, S[4], Reset, CounterValue[4]);
	tog_ff t5(Clock, S[5], Reset, CounterValue[5]);
	tog_ff t6(Clock, S[6], Reset, CounterValue[6]);
	tog_ff t7(Clock, S[7], Reset, CounterValue[7]);
endmodule
module tog_ff(input logic Clock, T, Reset, output logic Q);
	always_ff@(posedge Clock)
	begin
		if(Reset) Q <= 0;   
		else Q <= T ^ Q;   
	end
endmodule
[flow/run.sh]
#!/bin/bash
# OpenROAD 26Q1-2900-gdf79404cd8, Yosys 0.63+post, stock flow scripts
make -C /OpenROAD-flow-scripts/flow DESIGN_CONFIG=/design/flow/config.mk WORK_HOME=/design/flow/orfs finish
==> summary.txt <==
Summary of implementation figures.

Routing
The via count of the routed design is 220. The count of routing violations after the opening detailed-route iteration is 3. The sum of routed wire length over all layers is 643 µm. TritonRoute output was used to compute an average wire per cell of 7.56 µm. The script logs the ratio of routed vias to standard cells as 2.59. The count of nets left with antenna violations once routing finished came out at 0. The final antenna diode tally reported by the flow is 0. The number of remaining DRC errors is 0.

The count of TritonRoute iterations in the first routing pass is 2.

Global routing
The number of global-route vias before repair came to 267. The first global-routing pass estimated 1140 µm of wire. The initial antenna violation count is 0. The total congestion overflow after global routing is 0. The all-layer global routing usage is 0.0230. Entering global routing, the biggest net connects 9 pins.

STA
Once routing completed, OpenROAD measured the worst setup slack at -0.219 ns. The measured slew at the worst slew-check pin is 0.286 ns. Post-route period utilization is reported as 1.15.

The tightest hold path in the finished design has a slack of 0.533 ns. Setup repair after global routing could not meet its margin everywhere. The hold violation count in the final report is 0. Per the final report, max-transition violations number 0.

In this build the clock could be raised as far as 582 MHz. The clock skew is 0.00189 ns. The clock period minus final worst setup slack is 1.72 ns.

The number of endpoints failing setup at the final stage is 3. The worst max-slew margin expressed relative to the limit is 0.809. For the final routed database, the setup TNS stands at -0.434 ns.

Critical path
The critical path in this run is classified as reg2reg. On the critical path, the stage with the largest delay is an instance of sky130_fd_sc_hd__dfxtp_2. The critical path goes through ha_4, ha_4, ha_4, ha_4, ha_4, ha_4, ha_4, xnor2_2, nor2_1. According to the timing report, the arrival time at the worst endpoint equals 1.85 ns. The top fanout value on the critical path is 2. The worst setup path is launched from a flip-flop. The number of buffers and inverters on the critical path is 0. The cell family contributing the most delay on the critical path is adder cells.

Per STA, the library cell used most along the worst path is sky130_fd_sc_hd__ha_4. The sort of element at the end of the critical path is a flip-flop. The required time of the worst setup path is 1.63 ns. Per STA, the highest per-stage delay on the worst path measures 0.33 ns.

Placed design
The number of port buffers is 10. For this run the detailed placement stage logged an HPWL of 535 µm. Before CTS, the worst setup slack after placement is -0.670 ns. The placement stage leaves a total instance area of 558 µm². The final RePlAce weighted congestion is 0.670.

Floorplanning
According to the floorplan report, the total die area is 6400 µm². In this run the standard cell core region covers 3420 µm². At the floorplan stage, the core utilization is reported as 0.107. The die extent in x is 80 µm. The height of the chip is 80 µm. According to the floorplan log, the row count is 21.

The floorplan report gives the top-level pin count as 11.

Final layout
The cell area after layout is 598 µm². The layout cell share with drive strength beyond 1 is 0.385. Relative to the synthesized area, the layout overhead comes to 64.3%. The total area of multi-input combinational cells is 239 µm².

The sequential standard cell area is 163 µm². The finished layout reports a core utilization of 0.175. The layout filler cell count is 391.

Clock network
The clock sink total is 8. No sink is reached through more buffers than the 2 on the longest clock path. The latest clock arrival within the worst-skew pair is 0.25 ns. The root buffer cell chosen for the clock tree is sky130_fd_sc_hd__clkbuf_4. Clock tree synthesis inserted a total of 3 buffers. TritonCTS built the clock tree. CTS built an H-tree with a depth of 1. The clock input transition at the sequential cells of the worst setup and hold paths is 0.05 ns.

Yosys
The number of cells in Yosys stat is 32. Post-synthesis, Yosys gives the total cell area as 364 µm². The share of flip-flops with an asynchronous set or reset after synthesis is 0. The commonest cells after synthesis are sky130_fd_sc_hd__buf_4, sky130_fd_sc_hd__dfxtp_1, sky130_fd_sc_hd__ha_1, sky130_fd_sc_hd__nor2b_1. The proportion of synthesized chip area in sequential cells is 0.440.

The count of library flops with an enable pin is 0. The area fraction of the largest cell type after synthesis is 0.440. The tally of yosys warning messages is 1. Synthesis handed over a netlist of 32 instances.

The synthesis report lists the most area-consuming cells as sky130_fd_sc_hd__dfxtp_1, sky130_fd_sc_hd__ha_1, sky130_fd_sc_hd__buf_4, sky130_fd_sc_hd__nor2b_1, sky130_fd_sc_hd__xnor2_1. The per-instance average area after synthesis is 11.4 µm². The count of different cell masters after synthesis is 6. Post-synth the commonest register cell is sky130_fd_sc_hd__dfxtp_1. In this run, synthesis produced a sequential element count of 8. sky130_fd_sc_hd__dfxtp_1 takes more of the synthesized area than any other cell. The area of the mapped netlist is 364 µm².

Status
The flow ran to the end, but the final reports show violations. The checks that failed: setup timing.

Power and ir drop
The worst vdd rail ir drop is 338 µV. Power spread over the standard cell area amounts to 707 nW/µm². The script extracted a total leakage power of 0.221 nW.

Run
In this run the maximum-capacitance check reported violations numbering 0. The number of warnings in the stage logs is 28.

Hold path
The class of the most critical hold timing path is reg2reg.
## power breakdown
part	switching (W)	total [W]	internal, W
Combinational	0.0000108	0.0000377	0.0000268
Sequential	0.00000549	0.000225	0.000220
Clock	0.0000684	0.000160	0.0000912
Total	0.0000847	0.000423	0.000338
## area by class of cell
class                      count  share of cell area
clock buffer                   3              0.0377
multi-input combinational     16               0.400
sequential                     8               0.272
tap                           46              0.0962
timing repair buffer          12               0.195
## worst paths after layout
| path | slack [ns] | endpoint | startpoint | cells after the start |
|---|---|---|---|---|
| setup / recovery | -0.22 | t7.Q | t0.Q | 9 |
| hold reg to reg | 0.53 | t7.Q | t7.Q | 2 |
| setup reg to reg | -0.22 | t7.Q | t0.Q | 9 |
| hold / removal | 0.53 | t7.Q | t7.Q | 2 |
## worst register-to-register path, cell delays in order (launching register included)
cell,delay [ns]
sky130_fd_sc_hd__dfxtp_2,0.33
sky130_fd_sc_hd__ha_4,0.16
sky130_fd_sc_hd__ha_4,0.15
sky130_fd_sc_hd__ha_4,0.15
sky130_fd_sc_hd__ha_4,0.15
sky130_fd_sc_hd__ha_4,0.15
sky130_fd_sc_hd__ha_4,0.15
sky130_fd_sc_hd__ha_4,0.15
sky130_fd_sc_hd__xnor2_2,0.14
sky130_fd_sc_hd__nor2_1,0.05
## kinds of logic (layout without fill, tap and decap cells)
group,after synthesis,after routing,synth area share
xor+xnor,1,1,0.0241
simple gates,8,8,0.131
buf+inv,8,15,0.165
flops,8,8,0.440
fa+ha+maj,7,7,0.241
## through the flow
step	power, W	instances
CTS	0.000432	84
global placement	0.000264	81
global route	0.000457	85
floorplan	0.000247	32
detailed placement	0.000265	81
finish	0.000423	85
## state kept, by name, indices dropped and copies added, names as in the netlist
register,count
t2.Q,1
t4.Q,1
t1.Q,1
t3.Q,1
t7.Q,1
t5.Q,1
t6.Q,1
t0.Q,1
## layout by cell type, fill, tap and decap left out
| cell | n |
|---|---|
| sky130_fd_sc_hd__dfxtp_2 | 2 |
| sky130_fd_sc_hd__dlygate4sd2_1 | 1 |
| sky130_fd_sc_hd__clkbuf_4 | 3 |
| sky130_fd_sc_hd__dfxtp_1 | 6 |
| sky130_fd_sc_hd__dlymetal6s2s_1 | 1 |
| sky130_fd_sc_hd__buf_4 | 2 |
| sky130_fd_sc_hd__xnor2_2 | 1 |
| sky130_fd_sc_hd__ha_4 | 7 |
| sky130_fd_sc_hd__nor2_1 | 1 |
| sky130_fd_sc_hd__nor2b_1 | 7 |
| sky130_fd_sc_hd__clkdlybuf4s50_1 | 8 |
## timing repair
| action | in CTS | in global routing |
|---|---|---|
| pin swaps | 0 | 7 |
| setup endpoints to repair | 5 | 4 |
| setup buffers | 0 | 1 |
| gates resized | 2 | 2 |
| hold buffers | 0 | 0 |
## layer usage
| metal | share of wire | vias up | wire (µm) | track usage |
|---|---|---|---|---|
| met4 | 0 | 0 | 0 | 0.00176 |
| met5 | 0 | - | 0 | 0 |
| met3 | 0.19 | 0 | 125 | 0.0261 |
| met1 | 0.44 | 98 | 285 | 0.0222 |
| met2 | 0.36 | 11 | 232 | 0.0337 |
| li1 | - | 111 | - | - |
Power and IR drop assume default switching activity.
