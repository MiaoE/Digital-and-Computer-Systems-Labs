`/design/flow/config.mk`:
```
export PLATFORM = sky130hd
export DESIGN_NAME = part3
export DESIGN_NICKNAME = part3
export VERILOG_FILES = /design/flow/design.v
export SDC_FILE = /design/flow/constraint.sdc
export NUM_CORES = 4
export LEC_CHECK = 1
export CORE_AREA = 10 10 70 70
export DIE_AREA = 0 0 80 80
```
`/design/flow/constraint.sdc`:
```
current_design part3

set clk_period 2.7
set clk_io_pct 0.2

create_clock -name clk0 -period $clk_period [get_ports {ClockIn}]

set non_clock_inputs [all_inputs -no_clocks]
set_input_delay [expr $clk_period * $clk_io_pct] -clock clk0 $non_clock_inputs
set_output_delay [expr $clk_period * $clk_io_pct] -clock clk0 [all_outputs]
```
`/design/flow/design.v`:
```
module part3 #(parameter CLOCK_FREQUENCY = 500) (input logic ClockIn, Reset, Start, input logic [2:0] Letter, output logic DotDashOut, NewBitOut);
	logic [11:0] code;
	always_ff@(posedge ClockIn)
	begin
		if(Reset) code = 12'b000000000000;
		else if(Start) begin
			case(Letter)
			0 : code = 12'b101110000000;
			1 : code = 12'b111010101000;
			2 : code = 12'b111010111010;
			3 : code = 12'b111010100000;
			4 : code = 12'b100000000000;
			5 : code = 12'b101011101000;
			6 : code = 12'b111011101000;
			7 : code = 12'b101010100000;
			endcase
		end
	end
	RateDivider #(CLOCK_FREQUENCY) rate(ClockIn, Start, Reset, NewBitOut);
	encode_morse test(code, ClockIn, NewBitOut, Reset, DotDashOut);
endmodule
module RateDivider #(parameter CLOCK_FREQUENCY = 500) (input logic ClockIn, Start, Reset, output logic Enable);
	logic [$clog2(CLOCK_FREQUENCY)-1:0] count;
	logic started;
	always_ff@(posedge ClockIn)
	begin
		if(Reset) begin
			count <= 1'b1;
			started <= 0;
		end
		else if(Start && started == 0) begin 
			count <= CLOCK_FREQUENCY / 2 - 1;
			started = 1;
		end
		else if(started) begin
			if(count > 0)
				count <= count - 1;
			else
				count <= CLOCK_FREQUENCY / 2 - 1;
		end
	end
	assign Enable = (count == 0 && started)? 1:0;
endmodule
module encode_morse(input logic [11:0] code, input logic clk, enable, Reset, output logic DotDashOut);
	logic [3:0] ind;
	always_ff@(posedge clk)
	begin
		if(Reset) begin
			ind <= 11;
			DotDashOut <= 0;
		end
	end
	always_ff@(posedge enable)
	begin
		DotDashOut <= code[ind];
		if(ind == 0)
			ind <= 11;
		else
			ind <= ind - 1;
	end
endmodule
```
`/design/flow/run.sh`:
```
#!/bin/bash
# OpenROAD 26Q1-2900-gdf79404cd8, Yosys 0.63+post, stock flow scripts
make -C /OpenROAD-flow-scripts/flow DESIGN_CONFIG=/design/flow/config.mk WORK_HOME=/design/flow/orfs finish
```
==> Changelog: implementation <==
## Flow update

- Outcome: completed
- GPL Wtd Cong: 0.8230
- Ys async rst share: 0%
- Final HPWL DP: between 700 and 800 µm
- Maximum number of pins on one net before global-route repair: 12
- Yosys stat area: 516.7 µm²
- Initial antenna violation count: 0
- WHS Path Cells: 2
- Antenna Nets Post-Route: 0
- Synthesis-to-finish area growth: 21.55%
- Flop area: around 200 µm²
- GR Layer Usage met2: 4.173%
- Clk sinks: 10
- Logic area: 285.3 µm²
- Clock transition at path regs: 0.07 ns
- Critical path endpoint category: output pin
- # diodes: 0
- Max Root-Sink Buffers: 2
- Final Skew: 0.006075 ns
- Slew @ Worst Pin: 0.5343 ns
- Most numerous logic cells after layout: dfxtp_1, a31oi_1, nor3_1, or3_1
- Arr. time, crit path: 2.01 ns
- Count of tool warnings: 28
- Type of the worst min-delay path: register to register
- H-tree depth: 1
- Number of buffers created by CTS: 3
- Synthesized area per cell: between 9 and 10 µm²
- Max FO, Critical Path: 6
- # rows: 21
- Fin worst setup slack: 0.1539 ns
- Clock latency on the worst-skew pair: 0.27 ns
- Starting DRT DRC Count: 14
- Core box area: around 3400 µm²
- Dpl ws: 0.3249 ns
- Setup crit start kind: register
- Vias/cell: ~4.2
- Number of top-level pins: 8
- Fin Hold WS: 0.4709 ns
- Finished Layout Cells: between 100 and 150
- Main flop type: dfxtp_1
- Root Driver: clkbuf_4
- Routed wire length per instance: 9.574 µm
- DRT Wirelength: 1034 µm
- Grt total ovfl: 0
- CTS tree: done
- Cells after Synth: 57
- Die X: 80 µm
- Via count: 452
- Fmax: around 0.39 GHz
- Cells after DPL: 104
- Chip Height: 80 µm
- Critical path type: register to output pin
- Die ar.: 6400 µm²
- GR Util met1: roughly 4.4%
- DR pass1 iterations: 4
- Power Density: 560.5 nW/µm²
- RSZ-0062 raised after global routing: no
- Layout cell share with drive strength beyond 1: 14.52%
- Syn Std Cell Area: 516.7 µm²
- Sum of negative setup slack: 0 ns
- Fin crit share: 94.30%
- Yosys cell count: about 57
- Yosys warnings: 9
- Port Buf Inserts: 3
- Initial Utilization: between 15 and 20%
- Fillers: 390
- Met3 Usage GRT: under 10%
- Slew Limit Headroom: 63.88%
- Final Hold Vio Count: 0
- Cell Type Count: 28
- Global Route Usage Sum: 3.265%
- Highest-count logic cell in the final layout: dfxtp_1
- Via count of the first global-routing pass: 367
- DRC Markers: 0
- Layer with the highest usage: met1
- FF-to-FF path depth: 5
- Maximum vdd drop: 0.3870 mV
- Synthesized flop and latch total: 10
- Post CTS Setup Buffer Count: 0
- EDFF count, synth: 0
- Leakage power: 0.2118 nW
- Worst Path Required: 2.16 ns
- Max-cap violations: 0
- Setup Viol. Count Final: 0
- Final worst path period need: ~2.5 ns
- Slew Viols, Final: 0
- First-pass GRT wire length: 1731 µm
- Seq share, synth: about 39%
[per-stage QoR]
step | util (%) | cell area (µm²) | total power, mW
CTS | 18.21 | 621.8 | 0.3548
global route | 18.39 | 628.1 | 0.3731
global placement | 17.14 | 585.6 | 0.2166
floorplan | - | 516.7 | 0.2077
finish | 18.39 | 628.1 | 0.3521
detailed placement | 17.14 | 585.6 | 0.2188
[critical path: stages (launching register included)]
cell	delay (ns)
dfxtp_1	0.36
inv_1	0.08
ha_1	0.21
nor4b_2	0.29
and3_1	0.30
clkdlybuf4s50_1	0.50
[cell families (layout without fill, tap and decap cells)]
family          after synthesis  after routing  share of synthesized area, %
xor+xnor                      1              1                         1.695
flops                        10             10                         38.74
fa+ha+maj                     1              1                         2.421
other cells                   1              1                        0.7257
compound gates               16             16                         21.06
simple gates                 22             22                         28.09
buf+inv                       6             11                         7.263
[power by group]
group	switching (mW)	total, mW	internal, mW
clock network	0.0532	0.135	0.0819
logic	0.0238	0.0469	0.0231
registers	0.0119	0.170	0.158
total	0.0889	0.352	0.263
[state kept, by name, indices dropped and copies added, names as in the netlist]
name / count
rate.count: 9
rate.started: 1
[Yosys cell counts, types with 2 or more instances]
| library cell | instances | area [µm²] |
|---|---|---|
| a21oi_1 | 2 | 10.01 |
| a31oi_1 | 5 | 31.28 |
| buf_4 | 2 | 15.01 |
| dfxtp_1 | 10 | 200.2 |
| inv_1 | 3 | 11.26 |
| nand2b_1 | 2 | 12.51 |
| nor2_1 | 2 | 7.510 |
| nor3_1 | 4 | 20.02 |
| nor4b_1 | 2 | 17.52 |
| o21ai_0 | 2 | 10.01 |
| o31ai_1 | 2 | 15.01 |
| or3_1 | 4 | 25.02 |
| or4_1 | 2 | 15.01 |
[routing by layer]
metal | up-vias | wire length, µm | share of wire, %
met5 | - | 0 | 0
met4 | 0 | 25 | 2.4
met3 | 2 | 107 | 10
met2 | 13 | 419 | 41
met1 | 211 | 482 | 47
li1 | 226 | - | -
[area by class of cell]
type,instances,share of cell area (%)
clock buffer,4,5.777
inverter,3,1.793
multi-input combinational,41,45.42
sequential,10,31.87
tap,46,9.163
timing repair buffer,4,5.976
[path summary, 6_finish.rpt]
| check | slack, ns | end | from |
|---|---|---|---|
| max | 0.15 | NewBitOut | rate.count[0]$_SDFFE_PP1P_ |
| min | 0.47 | rate.count[8]$_SDFFE_PP0P_ | rate.count[8]$_SDFFE_PP0P_ |
| max reg2reg | 0.95 | rate.count[6]$_SDFFE_PP0P_ | rate.count[0]$_SDFFE_PP1P_ |
| min reg2reg | 0.47 | rate.count[8]$_SDFFE_PP0P_ | rate.count[8]$_SDFFE_PP0P_ |
[repair_timing]
action                                  in CTS  in global routing
endpoints found under the setup margin       0                  1
hold buffers                                 0                  0
resized                                      0                  1
Power and IR drop assume default switching activity.
